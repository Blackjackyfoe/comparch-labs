==> /design/flow/design.v <==
module register_file(clk, we3, a1, a2, a3, wd3, rd1, rd2);
  input clk, we3;
  input [4:0] a1, a2, a3;
  input [31:0] wd3;
  output [31:0] rd1, rd2;
  reg [31:0] mem[0:31];
  integer i;
  initial begin
    for (i = 0; i < 32; i = i + 1) begin
      mem[i] = 0;
   	end
  end
  assign rd1 = mem[a1];
  assign rd2 = mem[a2];
  always @ (posedge clk) begin
    if (we3) mem[a3] = wd3;
  end
endmodule
==> /design/flow/run.sh <==
#!/bin/bash
# OpenROAD 26Q1-2900-gdf79404cd8, Yosys 0.63+post, stock flow scripts
make -C /OpenROAD-flow-scripts/flow DESIGN_CONFIG=/design/flow/config.mk WORK_HOME=/design/flow/orfs finish
==> /design/flow/config.mk <==
export PLATFORM = sky130hd
export DESIGN_NAME = register_file
export DESIGN_NICKNAME = register_file
export VERILOG_FILES = /design/flow/design.v
export SDC_FILE = /design/flow/constraint.sdc
export NUM_CORES = 4
export LEC_CHECK = 1
export CORE_UTILIZATION = 40
==> /design/flow/constraint.sdc <==
current_design register_file

set clk_period 6.4
set clk_io_pct 0.2

create_clock -name clk0 -period $clk_period [get_ports {clk}]

set non_clock_inputs [all_inputs -no_clocks]
set_input_delay [expr $clk_period * $clk_io_pct] -clock clk0 $non_clock_inputs
set_output_delay [expr $clk_period * $clk_io_pct] -clock clk0 [all_outputs]
==> out/qor.csv <==
metric,value,unit
fillers,10400,
synth_area,0.0488,mm²
fp_util,40.5,%
rsz0062_at_grt,false,
grt_start_max_net_pins,82,
max_stage_delay,0.67,ns
htreeDepth,3,
yosys_warnings,1,
top_area_cell,edfxtp_1,
power,15.2,mW
top_cell_area_share,63.0,%
synth_cell_type_count,23,
dieArea,0.123,mm²
fin_setup_tns,0,ns
die_w,351,µm
cp_common_cell,clkdlybuf4s50_1,
clk_pin_slew_worst_paths,0.06,ns
final_antenna_net_count,0,
synthFlopType,edfxtp_1,
min-delay-start,wd3[16],
clock_path_buffers,3,
fp-row-count,127,
grt.overflow.total,0,
die_h,351,µm
ys_ff,1024,
syn_avg_cell_area,14.4,µm²
cts_root_buffer,clkbuf_16,
critical_path.max_fanout,28,
critPathRequiredTime,5.12,ns
crit_path_end_kind,primary output,
worstSetupStartpointType,input pin,
leakagePower,20.6,nW
crit_type,input pin to primary output,
ios,113,
cts_buffers,104,
critPathSlowestCell,nor2b_4,
fin_cells,5232,
hp-class,input pin to flop,
ctsResizeCount,0,
synthToLayoutAreaGrowth,14.8,%
slew_viol_final,0,
status,"complete, no violations",
ys_seq_share,63.0,%
largest_reg_flops,1024,
fin_util,46.5,%
irDropWorstVdd,251,µV
dpl.cell_count,5038,
grt_first_pass_wirelength,213,mm
core_area,0.120,mm²
vias,30800,
clock-sinks,1024,
drt_iter0_drc,1918,
topCellsByArea,"edfxtp_1 (63%), mux2i_1 (21%), a22oi_1 (3.0%)",
synth_chip_area,0.0488,mm²
arrival,4.31,ns
hold_depth,2,
cts_tree,done,
maxCapViolCount,0,
setup_viol,0,
antenna_found_initial,5,
dpl.hpwl,88.0,mm
io_buffer_count,112,
wirelength,148,mm
min_to,mem[26][16],
ys_async_sr_fraction,0,%
synth-edff-count,1024,
hold_viol,0,
yosys_cells,3386,
tightestPinTransition,0.979,ns
layout-drive-gt1-share,10.8,%
slew_headroom,34.6,%
powerDensity,272,mW/mm²
viasPerCell,5.88,
drt-wirelength-per-cell,28.3,µm
warnings,26,
gp_congestion,0.890,
drc_errors,0,
post-cts-setup-buffers,0,
min_period_over_period,87.4,%
syn_inst,3386,
hold_buffers,0,
max_freq,0.179,GHz
cp_cell_sequence,clkdlybuf4s50_1 -> nor2b_4 -> buf_4 -> a22oi_1 -> a31oi_1 -> nand3_1 -> clkdlybuf4s50_1,
grt_pass1_vias,31600,
period_minus_slack,5.59,ns
grt_usage,25.7,%
dr.pass1.iters,5,
## layer usage
| layer | wire length [µm] | global-route usage [%] |
|---|---|---|
| met1 | 53700 | 32.8 |
| met2 | 69000 | 38.4 |
| met3 | 20900 | 15.3 |
| met4 | 4520 | 6.84 |
| met5 | 51 | 0.196 |
## placed cells by master, fill, tap and decap left out, types with 2 or more instances in the layout
cell | synthesis | final
or3b_2 | 3 | 3
or2_2 | 2 | 2
buf_12 | 0 | 35
and2_4 | 0 | 2
nor3_1 | 64 | 64
nor2b_4 | 0 | 4
clkdlybuf4s50_1 | 0 | 110
a31oi_1 | 64 | 64
nand2b_2 | 0 | 4
buf_8 | 0 | 2
mux2i_1 | 1024 | 1024
clkinv_1 | 0 | 22
bufinv_16 | 0 | 17
clkbuf_16 | 0 | 108
clkbuf_1 | 86 | 12
nand2_1 | 195 | 193
diode_2 | 0 | 2
a21oi_1 | 192 | 192
a22o_1 | 128 | 128
clkinv_2 | 0 | 25
buf_4 | 47 | 146
nand3b_1 | 5 | 5
a22oi_1 | 192 | 192
edfxtp_1 | 1024 | 1024
nand3_1 | 194 | 194
clkinvlp_4 | 0 | 4
nor2_4 | 0 | 34
nand2_2 | 0 | 2
## worst max-delay path, delay by kind of cell
kind,cells,cell delay (ns)
buffers and inverters,3,1.61
AOI/OAI and AO/OA,2,0.51
and+or+nand+nor,2,0.88
## worst max-delay path by stage
stage     start      to  slack [ns]
4_1_cts   a1[0]  rd1[4]        0.85
6_report  a1[0]  rd1[4]        0.81
5_1_grt   a1[0]  rd1[4]        0.72
## through the flow
stage          hold slack (ns)  area [µm²]  setup slack (ns)
6_report                  1.42       56000             0.808
5_1_grt                   1.43       56000             0.721
4_1_cts                   1.39       56000             0.849
3_5_place_dp              2.11       52500             0.901
3_3_place_gp              2.11       52500             0.890
2_1_floorplan             1.38       48800              2.69
## cells in the mapped netlist (all sizes together), types with 35 or more instances
cell / instances
a22oi: 192
nor2: 35
buf: 163
a31oi: 64
a22o: 128
a21oi: 192
clkbuf: 90
nand2: 195
nor3: 64
nand3: 194
edfxtp: 1024
mux2i: 1024
## report_power, final
group / internal [mW] / switching [mW] / leakage, nW
registers: 7.46 / 0.0316 / 9.22
clock network: 3.75 / 2.57 / 1.74
logic: 0.547 / 0.853 / 9.61
total: 11.8 / 3.45 / 20.6
## cells by family (layout without fill, tap and decap cells)
kind of cell	after synthesis	count (layout)	share of synthesized area, %
flip-flops	1024	1024	63.0
multiplexers	1024	1024	21.0
buffers and inverters	253	485	3.21
AND/OR/NAND/NOR	509	509	4.71
AND-OR/OR-AND	576	576	8.04
other	0	2	0
## layout make-up
type                    count  area [µm²]  share of cell area (%)
flip-flops and latches   1024       30700                    54.9
clock buffers             120        2750                    4.90
well taps                1612        2020                    3.60
diodes                      2        5.00                 0.00893
repair buffers            293        2930                    5.23
clock inverters            72         793                    1.42
multi-input cells        2109       16800                    30.0
No activity file was given, so power comes from the tool's default toggle rates.
